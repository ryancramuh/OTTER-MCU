==> flow/design.v <==
`timescale 1ns / 1ps
module CTRL_UNIT(
    input logic [6:0] OPCODE,  
    input logic [2:0] FUNC3,  
    input logic FUNC7,  
    output logic REG_WRITE,
    output logic MEM_WRITE,
    output logic MEM_READ2,
    output logic [1:0] RF_SEL,
    output logic [3:0] ALU_FUN,
    output logic ALU_SRCA,
    output logic [1:0] ALU_SRCB
    );
    always_comb begin
        ALU_FUN = 4'b0000;
        ALU_SRCA = 1'b0;
        ALU_SRCB = 2'b00;
        REG_WRITE = 1'b0;
        MEM_WRITE = 1'b0;
        MEM_READ2 = 1'b0;
        RF_SEL = 2'b00;
        case (OPCODE)
            7'b0100011: begin  
                ALU_SRCB = 2'b10;
                MEM_WRITE = 1'b1;
            end
            7'b0000011: begin  
                ALU_SRCB = 2'b01;
                RF_SEL = 2'b00;
                MEM_READ2 = 1'b1;
                REG_WRITE = 1'b1;
            end
            7'b0110111: begin  
                ALU_FUN = 4'b1001;
                ALU_SRCA = 1'b1;
                ALU_SRCB = 2'b11;
                RF_SEL = 2'b11;
                REG_WRITE = 1'b1;
            end 
            7'b0010011: begin  
                ALU_SRCB = 2'b01;
                RF_SEL = 2'b11;
                REG_WRITE = 1'b1;
                case (FUNC3)
                    3'b000: begin ALU_FUN = 4'b0000; end
                    3'b001: begin ALU_FUN = 4'b0001; end
                    3'b010: begin ALU_FUN = 4'b0010; end
                    3'b011: begin ALU_FUN = 4'b0011; end
                    3'b100: begin ALU_FUN = 4'b0100; end
                    3'b101: begin
                        case(FUNC7)
                            1'b0: begin ALU_FUN = 4'b0101; end
                            1'b1: begin ALU_FUN = 4'b1101; end
                            default: begin end
                        endcase
                    end
                    3'b110: begin ALU_FUN = 4'b0110; end
                    3'b111: begin ALU_FUN = 4'b0111; end
                endcase
            end
            7'b0110011: begin  
                RF_SEL = 2'b11;
                ALU_FUN = {FUNC7, FUNC3};
                REG_WRITE = 1'b1;
                ALU_SRCB = 2'b00;
            end
            default: begin end
        endcase
    end
endmodule
==> flow/run.sh <==
#!/bin/bash
# OpenROAD 26Q1-2900-gdf79404cd8, Yosys 0.63+post, stock flow scripts
make -C /OpenROAD-flow-scripts/flow DESIGN_CONFIG=/design/flow/config.mk WORK_HOME=/design/flow/orfs finish
==> flow/config.mk <==
export PLATFORM = sky130hd
export DESIGN_NAME = CTRL_UNIT
export DESIGN_NICKNAME = CTRL_UNIT
export VERILOG_FILES = /design/flow/design.v
export SDC_FILE = /design/flow/constraint.sdc
export NUM_CORES = 4
export LEC_CHECK = 1
export CORE_AREA = 10 10 70 70
export DIE_AREA = 0 0 80 80
export SYNTH_HDL_FRONTEND = slang
==> flow/constraint.sdc <==
current_design CTRL_UNIT

set clk_period 2.0
set clk_io_pct 0.2

create_clock -name clk0 -period $clk_period

set non_clock_inputs [all_inputs -no_clocks]
set_input_delay [expr $clk_period * $clk_io_pct] -clock clk0 $non_clock_inputs
set_output_delay [expr $clk_period * $clk_io_pct] -clock clk0 [all_outputs]
==> Changelog: implementation <==
### Metrics

- Yosys top cell area share: 0.1264
- MI comb area: 277.8 sq um
- Log Warnings: 32
- Synth area leader: nand4bb_4
- DP Area: 516.7 sq um
- Die area: 6400 sq um
- Number of global-route vias before repair: 396
- Chip area from the yosys synthesis statistics: 217.7 sq um
- Initial antenna violation count: 0
- Seq cells: 0
- Mean Syn Cell Area: around 8.7 sq um
- Top cells by area: nand4bb_4 (13%), a211oi_2 (11%), nor4b_4 (11%)
- Mapped Cells: 25
- Init Core Util: 0.06374
- # diodes: 0
- Worst Setup End Kind: output pin
- Detailed-placement wirelength estimate: between 800 and 900 microns
- Worst EP arrival: 1.56 ns
- # Cells Yosys: 25
- Post-synth design cell area: 217.7 sq um
- Final instance area: 693.2 sq um
- VDD IR max: 24.12 uV
- Hold Crit Class: in2out
- Fraction of layout cells with a size suffix above 1: 0.5156
- Crit share post-route: 0.9794
- Antenna-violating nets left: 0
- MaxCap Viol Count: 0
- Area occupied by registers: 0 sq um
- Routed vias/inst: 3.109
- Wire per inst: 12.02 microns
- Slew headroom: 0.8524
- Routed vias: 342
- CLK BUF: 0
- Top cells by count: nor3_1 (3), a211oi_2 (2), buf_4 (2), nor4_1 (2)
- Yosys top cell by instances: nor3_1
- Largest net degree at the start of global routing: 7
- Final setup margin: just over 0.04 ns
- Site Rows: 21
- Leakage: slightly below 0.3 nW
- Die height: 80 microns
- Final wirelength: 1.322 mm
- Fmax: 510.5 MHz
- Critical Path RT: 1.60 ns
- Routability cong.: 0.7867
- IO Count: 23
- DRC viols: 0
- Final setup viols: 0
- Pwr Density: 122.7 nW/um^2
- Outcome: completed
- Final slew viol count: 0
- CP Launch Type: input port
- Synth Warn #: 0
- PortBufs: 23
- Initial DRC Count: 1
- Core area: approximately 3400 sq um
- Maximum fanout along the worst path: 4
- Crit path kind: in2out
- First-pass DRT Iterations: 4
- Worst slew pin tran: about 0.22 ns
- Fillers: 379
- Die X: 80 microns
- Final hold viol count: 0
- First-pass GRT wire length: 2.111 mm
- Sequential area share after synthesis: 0
- GRT Overall Usage: 0.04066
- Area Growth Syn to Fin: 218.4%
- Sum Neg Setup Slack: 0 ns
- Cell variety after synth: 20
- Period minus WS final: about 2.0 ns
- Grt total ovfl: 0
- CTS Hold Bufs: 0
- Place WS: -0.3999 ns
[worst max-delay path: stages]
cell,delay (ns)
dlygate4sd2_1,0.29
buf_6,0.15
buf_4,0.13
buf_4,0.13
nor4b_4,0.22
dlygate4sd2_1,0.23
[power breakdown]
| part | switching, W | leakage, nW | internal (W) |
|---|---|---|---|
| Sequential | 0 | 0 | 0 |
| Combinational | 0.0000377 | 0.294 | 0.0000474 |
| Clock | 0 | 0 | 0 |
[worst paths after layout]
path,cells after the start,endpoint,from
max,6,ALU_FUN[1],OPCODE[2]
min,4,ALU_FUN[2],OPCODE[4]
[cell families (layout without fill, tap and decap cells)]
group,after synthesis,count (layout),synth area share
AND/OR/NAND/NOR,14,15,0.6092
buffers and inverters,5,43,0.1551
AND-OR/OR-AND,5,5,0.1954
XOR/XNOR,1,1,0.04024
[per-stage QoR]
stage | util | total power, W | hold slack, ns | cells
after floorplan | - | 0.00002253 | 0.8150 | 25
after global placement | 0.1513 | 0.00006083 | 1.761 | 96
after detailed placement | 0.1513 | 0.00006205 | 1.764 | 96
after CTS | 0.1923 | 0.00007938 | 1.461 | 108
after global routing | 0.2029 | 0.00009103 | 1.442 | 110
final | 0.2029 | 0.00008508 | 1.397 | 110
[repair_timing]
action	in CTS	in global routing
setup buffers	10	2
pin swaps	8	2
endpoints found under the setup margin	12	3
gates resized	32	4
gates cloned	2	0
[per-layer routing]
layer,up-vias,part of all wire,global-route usage
met4,0,0,0
met5,-,0,0
met2,1,0.70,0.1011
met3,0,0.0076,0.001136
met1,164,0.29,0.03234
li1,177,-,-
[cell usage in the layout, fill, tap and decap left out]
master	n
inv_2	1
nor3_2	3
nand2_1	1
nor4_4	2
nor4b_4	1
a21oi_1	1
or2_1	1
clkdlybuf4s50_1	4
buf_6	3
nand3_1	1
nor2b_1	1
nand2b_1	1
nand4bb_4	3
xor2_1	1
dlygate4sd2_1	17
inv_1	1
buf_4	15
a211oi_2	3
clkbuf_2	1
clkdlybuf4s15_1	1
o21ai_0	1
nor4b_2	1
[final cells by class]
type               count  share of cell area
repair buffers        41              0.5054
multi-input cells     21              0.4007
well taps             46             0.08303
inverters              2             0.01083
Power figures rest on the tool's default switching activity, not on a simulated workload.
